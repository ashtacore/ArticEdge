==> /design/flow/design.v <==
`timescale 1ns / 1ps
module instruction_mem_bram #(
    parameter ADDR_WIDTH = 8,
    parameter DATA_WIDTH = 32,
    parameter MEM_SIZE = 256
) (
    input  logic clk,
    input  logic enable,
    input  logic [ADDR_WIDTH-1:0] addr_a,
    input  logic [DATA_WIDTH-1:0] data_in_a,
    input  logic write_enable_a,
    output logic [DATA_WIDTH-1:0] data_out_a,
    input  logic [ADDR_WIDTH-1:0] addr_b,
    input  logic [DATA_WIDTH-1:0] data_in_b,
    input  logic write_enable_b,
    output logic [DATA_WIDTH-1:0] data_out_b
);
    logic [DATA_WIDTH-1:0] mem [0:MEM_SIZE-1];
    always_ff @(posedge clk) begin
        if (write_enable_a & enable) begin
            mem[addr_a] <= data_in_a;
        end
        data_out_a <= mem[addr_a];
    end
    always_ff @(posedge clk) begin
        if (write_enable_b & enable) begin
            mem[addr_b] <= data_in_b;
        end
        data_out_b <= mem[addr_b];
    end
endmodule
==> /design/flow/run.sh <==
#!/bin/bash
# OpenROAD 26Q1-2900-gdf79404cd8, Yosys 0.63+post, stock flow scripts
make -C /OpenROAD-flow-scripts/flow DESIGN_CONFIG=/design/flow/config.mk WORK_HOME=/design/flow/orfs finish
==> /design/flow/config.mk <==
export PLATFORM = sky130hd
export DESIGN_NAME = instruction_mem_bram
export DESIGN_NICKNAME = instruction_mem_bram
export VERILOG_FILES = /design/flow/design.v
export SDC_FILE = /design/flow/constraint.sdc
export NUM_CORES = 4
export LEC_CHECK = 1
export CORE_UTILIZATION = 40
export SYNTH_MEMORY_MAX_BITS = 65536
==> /design/flow/constraint.sdc <==
current_design instruction_mem_bram

set clk_period 45.0
set clk_io_pct 0.2

create_clock -name clk0 -period $clk_period [get_ports {clk}]

set non_clock_inputs [all_inputs -no_clocks]
set_input_delay [expr $clk_period * $clk_io_pct] -clock clk0 $non_clock_inputs
set_output_delay [expr $clk_period * $clk_io_pct] -clock clk0 [all_outputs]
==> run_results.csv <==
group,metric,value,unit
run_status,status,"finished with violations",
run_status,violations,"max-capacitance violations, max-slew violations",
placement,io_buffers,147,
clock_tree,cts_setup_buffers,0,
job,cap_violations,20,
hold_path,worstHoldStart,"mem[10][28]$_DFFE_PP_",
routing,drt_iter0_drc,24354,
floorplan,ios,148,
cells_and_area,finalNonFillerCells,44598,
critical_path,worstPathRequired,46.08,ns
logic_synthesis,edf_count,8192,
global_routing,grt_antenna_before_repair,204,
critical_path,path_cells,"buf_16, buf_4, buf_4, buf_4, buf_4, buf_4, buf_4, buf_4, buf_4, buf_4, mux4_2, a22oi_1, a21oi_1, buf_4, o41ai_2, buf_4, nand4_1",
cells_and_area,final_cell_mix,"8,192 x edfxtp_1, 7,935 x mux2_2, 4,096 x mux4_2, 2,164 x buf_4, 2,048 x a22oi_1",
routing,dr.pass1.iters,8,
placement,gp_congestion,1.02,
critical_path,worst-path-max-fanout,57,
global_routing,grt_max_degree,99,
floorplan,rows,400,
critical_path,slowest_stage,"o41ai_2",
critical_path,cp_slowest_stage_delay,1.06,ns
power,p_per_area,34.1,mW/mm^2
routing,ant_nets,0,
logic_synthesis,ff_type,"edfxtp_1",
placement,preCtsSetupSlack,27.72,ns
clock_tree,root_buffer,"clkbuf_16",
sta,tns,0,ns
clock_tree,clockBufferDepth,5,
sta,period_minus_slack,16.24,ns
cells_and_area,finish.utilization,0.451,
sta,slew_headroom,-0.105,
sta,clock_skew,0.140,ns
clock_tree,cts.clk_slew.worst_paths,0.06,ns
job,tool_warnings,27,
routing,wirelength,2110,mm
critical_path,arrival,17.32,ns
sta,fin_crit_sh,0.361,
placement,dpl.cell_count,42624,
power,vdd_drop_max,0.0409,mV
critical_path,crit_start,"addr_b[1]",
floorplan,die_h,1.09,mm
global_routing,grt_pass1_vias,325619,
sta,setup_ws,28.76,ns
placement,placed_area,0.505,mm^2
placement,dp_hpwl,1330,mm
clock_tree,ctsResizeCount,0,
critical_path,critPathKind,"input pin to register",
routing,num_vias,306970,
logic_synthesis,syn_inst,28765,
sta,rsz0062_at_grt,"false",
power,p_total,18.3,mW
logic_synthesis,syn_area,0.476,mm^2
critical_path,start_kind,"input pin",
sta,fmax,61.6,MHz
floorplan,core_util_floorplan,0.401,
critical_path,r2r_start,"mem[171][3]$_DFFE_PP_",
critical_path,path_delay_family,"buffers and inverters",
cells_and_area,syn_to_final_growth,12.5,%
clock_tree,h-tree-depth,6,
cells_and_area,final_cell_area,0.535,mm^2
logic_synthesis,top_cell_area_share,0.517,
logic_synthesis,topCellsByArea,"edfxtp_1 52%, mux4_2 19%, mux2_2 19%",
logic_synthesis,ys_types,26,
floorplan,core,1.19,mm^2
hold_path,hold_path_class,"register to register",
logic_synthesis,ys_area,0.476,mm^2
logic_synthesis,ys_ff,8256,
global_routing,grt_usage,0.380,
cells_and_area,drive_gt1_frac,0.574,
sta,setup-violations-final,0,
logic_synthesis,ys_async_sr_fraction,0,
clock_tree,cts_tree,"done",
logic_synthesis,ys_seq_share,0.520,
routing,drc,0,
sta,slew_violations,67,
logic_synthesis,avgSynthCellArea,16.5,um^2
logic_synthesis,ys_warn_count,1,
cells_and_area,lay_top_count,"edfxtp_1",
sta,worst_slew_pin_slew,1.64,ns
floorplan,die_area,1.19,mm^2
logic_synthesis,synth_top_cell_by_area,"edfxtp_1",
global_routing,grt_pass1_wl,2830,mm
routing,wl_per_cell,47.4,um
power,power_leakage,165,nW
sta,hold_viol,0,
clock_tree,cts_made_buffers,926,
critical_path,cp_num_buf_inv,12,
clock_tree,clock_insertion_delay_worst_skew,1.27,ns
critical_path,cp-end-kind,"register",
global_routing,overflow,0,
clock_tree,holdBufCountCts,0,
sta,holdWs,1.06,ns
logic_synthesis,ys_cells,28765,
clock_tree,clock-sinks,8256,
critical_path,path_common_cell,"buf_4",
routing,vias_per_cell,6.88,
floorplan,die_x,1.09,mm
==> final timing paths <==
path	to	slack, ns	cells past startpoint
max	data_out_b[22]$_DFF_P_	28.76	17
min	data_out_a[28]$_DFF_P_	1.06	6
min reg2reg	data_out_a[28]$_DFF_P_	1.06	6
max reg2reg	data_out_b[3]$_DFF_P_	41.25	6
==> logic make-up (layout without fill, tap and decap cells) <==
kind of cell / count (synthesis) / after routing / synth area share
muxes: 12288 / 12288 / 0.388
other: 0 / 270 / 0
and+or+nand+nor: 456 / 456 / 0.00416
AOI/OAI and AO/OA: 3584 / 3584 / 0.0510
DFF: 8256 / 8256 / 0.520
buffers and inverters: 4181 / 4066 / 0.0372
==> cell usage after synthesis, types with 77 or more instances <==
master and n:
o41ai_1 256, a22oi_1 2048, a21oi_1 1024, nor2_1 219, buf_4 77, buf_1 247, edfxtp_1 8192, mux2_1 257
nand2_1 129, o22ai_1 196, buf_2 1033, clkbuf_1 2771, mux4_2 4096, mux2_2 7935
==> layout make-up <==
cell class | instances | area, um^2
tap | 15678 | 19600
multi-input combinational | 16328 | 219000
antenna | 270 | 676
clock buffer | 1189 | 24700
fill | 99867 | 651000
sequential | 8256 | 247000
clock inverter | 509 | 4680
timing repair buffer | 2368 | 19100
==> registers in the layout (all words and copies together) (netlist names) <==
signal	cells
data_out_a	32
data_out_b	32
mem	8192
==> power by group <==
group / switching (mW) / internal, mW
logic: 1.34 / 0.800
registers: 0.0555 / 8.48
clock network: 3.33 / 4.26
total: 4.72 / 13.5
==> worst min-delay path, stage by stage, from the launching register on <==
cell	delay (ns)
edfxtp_1	0.33
mux4_2	0.22
a22oi_1	0.08
a21oi_1	0.12
buf_4	0.19
o41ai_2	0.09
nand4_1	0.08
==> layer usage <==
| metal | GRT usage | up-vias | share of wire |
|---|---|---|---|
| li1 | - | 118138 | - |
| met1 | 0.380 | 157015 | 0.28 |
| met2 | 0.493 | 25398 | 0.42 |
| met3 | 0.325 | 6166 | 0.20 |
| met4 | 0.287 | 253 | 0.10 |
| met5 | 0.105 | - | 0.0066 |
No activity file was given, so power comes from the tool's default toggle rates.
